==> /design/flow/design.v <==
`timescale 1ns / 1ps
module fsm(
input clk,
input rst,
input start,
input convert, 
output reg done,
output reg R1_in,
output reg R2_in,
output reg R3_in,
output reg R4_in,
output reg R1_bit_sel,
output reg load_R2_bit,
output reg use_R1_for_R3,
output reg use_R1_for_R4,
output reg [2:0]bit_index
    );
    parameter S_IDEAL=3'b000;
    parameter S_LOAD_R1=3'b001;
    parameter S_INIT_MSB=3'b010;
    parameter S_PROCESS=3'b011;
    parameter S_NEXT_BIT=3'b100;
    parameter S_DONE=3'b101;
    reg [2:0]next_state;
    reg [2:0]state;
    reg [2:0]index;
always @(posedge clk or posedge rst)
begin
    if (rst)
        state <= S_IDEAL;
    else
        state <= next_state;
end
always @(posedge clk or posedge rst)
begin
if(rst)
index<=3'd7;
else if(state==S_INIT_MSB)
index<=3'd6;
else if(state==S_NEXT_BIT)
index<=index-1'b1;
end
always @(*)
begin
next_state=state; 
R1_in  = 0;
R2_in  = 0;
R3_in  = 0;
R4_in  = 0;
R1_bit_sel = 0;
load_R2_bit = 0;
use_R1_for_R3 = 0;
use_R1_for_R4 = 0;
done   = 0;
bit_index = index;
case(state)
S_IDEAL:begin
if(start)
next_state=S_LOAD_R1;
end
S_LOAD_R1:begin
R1_in=1;
next_state=S_INIT_MSB;
end
S_INIT_MSB:begin
bit_index=index;
use_R1_for_R3=1;
use_R1_for_R4=0;
R3_in=1;
R4_in=1;
load_R2_bit=1;
next_state=S_PROCESS;
end
S_PROCESS:begin
bit_index=index;
if(convert==1'b0)
begin 
use_R1_for_R3=1;
use_R1_for_R4=1;
R1_bit_sel=1;
R3_in=1;
R4_in=1;
load_R2_bit=1;
end
else 
begin
use_R1_for_R3=0;
use_R1_for_R4=1;
R1_bit_sel=0;
R3_in=1;
R4_in=1;
load_R2_bit=1;
end
if(index==3'd0)
next_state=S_DONE;
else
next_state=S_NEXT_BIT;
end
S_NEXT_BIT:begin
next_state=S_PROCESS;
end
S_DONE:begin
done=1;
if(!start)
next_state=S_IDEAL;
end
default:begin
next_state=S_IDEAL;
end
endcase
end 
endmodule
==> /design/flow/run.sh <==
#!/bin/bash
# OpenROAD 26Q1-2900-gdf79404cd8, Yosys 0.63+post, stock flow scripts
make -C /OpenROAD-flow-scripts/flow DESIGN_CONFIG=/design/flow/config.mk WORK_HOME=/design/flow/orfs finish
==> /design/flow/config.mk <==
export PLATFORM = sky130hd
export DESIGN_NAME = fsm
export DESIGN_NICKNAME = fsm
export VERILOG_FILES = /design/flow/design.v
export SDC_FILE = /design/flow/constraint.sdc
export NUM_CORES = 4
export LEC_CHECK = 1
export CORE_AREA = 10 10 70 70
export DIE_AREA = 0 0 80 80
==> /design/flow/constraint.sdc <==
current_design fsm

set clk_period 2.1
set clk_io_pct 0.2

create_clock -name clk0 -period $clk_period [get_ports {clk}]

set non_clock_inputs [all_inputs -no_clocks]
set_input_delay [expr $clk_period * $clk_io_pct] -clock clk0 $non_clock_inputs
set_output_delay [expr $clk_period * $clk_io_pct] -clock clk0 [all_outputs]
==> impl_metrics.ini <==
; physical design summary
[floorplan]
die_area_um2 = 6400
ios = 16
dieHeight_um = 80
rows = 21
die_w_um = 80
core_um2 = 3420
fp_util = 0.118

[final_timing]
rsz0062_at_grt = false
fin_crit_sh = 0.923
finalSetupViolCount = 0
hold_violations = 0
drv_slew = 0
min_period_ps = 1940
fmax_mhz = 516
tns_ps = 0
skew_ps = 1.19

[critical_path]
r2r_cells = 4
crit_top_cell = clkdlybuf4s50_1
reg2reg_to = index[2]
startpoint = convert
crit_chain = clkdlybuf4s50_1, nor2b_1, or2_1, clkdlybuf4s50_1
critPathLaunchType = input port
required_ps = 1680
cp-end-kind = output port
critPathMaxFanout = 2
slowest_stage = clkdlybuf4s50_1
r2r_slack_ps = 910
slowest_delay_ps = 450
r2r-start = index[0]
cp-endpoint = use_R1_for_R3
worstPathArrival_ps = 1520
path_class = input port to output port

[logic_synthesis]
yosys_area_um2 = 403
syn_inst = 36
yosysWarnings = 1
synth_top_area_share = 0.311
synth_cell_types = 19
yosysCellCount = 36
area_leaders = dfrtp_1, dfstp_2, ha_1
numSynthFlops = 9
synth_area_leader_cell = dfrtp_1
postSynthSeqShare = 0.571
synth.cell_area_um2 = 403
syn_avg_cell_area_um2 = 11.2

[cells_and_area]
finalNonFillerCells = 97
lay_top_cells = clkdlybuf4s50_1, dfrtp_1, inv_1, dfstp_2
drive_above_1_share = 0.196
lay_top_count = clkdlybuf4s50_1
synthToLayoutAreaGrowth_pct = 50.0

[clock_tree]
cts_root_buffer = clkbuf_4
cts_tree = done
insertion_delay_ps = 250
post_cts_buffers = 0
holdBufCountCts = 0
cts_resized = 0
cts-buffers-inserted = 3
h-tree-depth = 1
cts_sinks = 9
cts_buffer_depth = 2
clk_pin_slew_ps = 60

[placement]
io_buffers = 14
place_inst = 93
place_congestion = 0.695

[routing]
avgRoutedWirePerCell_um = 8.89
vias = 284
drcViolationCount = 0
ant_nets = 0
n_antenna_cell = 0
firstDrtPassIters = 2
drt-total-wl_um = 862
drtIter0Drc = 10
viasPerCell = 2.93

[global_route]
antenna_found_initial = 0
met1_usage = 0.0319
grt_overflow_total = 0
grt_pass1_vias = 339
grt-busiest-layer = met2
grt_start_max_net_pins = 10
grt.total_usage = 0.0285
grt_use_met3 = 0.0159
use_met2 = 0.0465
grt_pass1_wl_mm = 1.46

[status]
outcome = finished, final reports clean

[run]
tool_warnings = 26
maxCapViolations = 0

[pwr]
vdd_drop_max_uv = 180
leakage_nw = 0.270
p_per_area_nw_per_um2 = 1090

[worst_hold_path]
hp-class = flip-flop to flip-flop
[worst min path at each step]
stage	startpoint	to	slack [ps]	cells past startpoint
4_1_cts	state[3]	state[2]	380	0
5_1_grt	state[3]	state[2]	400	0
6_report	state[3]	state[2]	380	0
[per-layer routing]
layer	wire length (µm)	share of wire
met1	343	0.40
met5	0	0
met4	0	0
met3	104	0.12
met2	414	0.48
[sequential cells by signal (all words and copies together), names as in the netlist]
name / flops
state: 6
index: 3
[cell type report]
class	count	area [µm²]
inverter	4	15.0
tap	46	57.6
sequential	9	230
fill	384	2810
timing repair buffer	14	140
clock buffer	4	26.3
multi-input combinational	20	135
[critical path, delay by kind of cell]
kind	cells	cell delay (ps)
AND/OR/NAND/NOR	2	240
buffers and inverters	2	860
[synthesized netlist by cell type]
cell and instances:
ha_1 2, or2_2 2, nor2b_1 1, a32o_1 1, and2_1 1, buf_4 3
or2_1 2, dfrtp_1 5, conb_1 1, and3_2 1, dfstp_2 4, a21boi_0 1
a21oi_1 1, a21o_1 1, nand2_1 1, o21bai_1 1, xnor2_1 1, nor2_1 3
inv_1 4
[stage by stage]
| stage | hold slack [ps] | util | power (mW) | setup WS [ps] | instance area [µm²] |
|---|---|---|---|---|---|
| 6_report | 381 | 0.177 | 0.657 | 161 | 604 |
| 4_1_cts | 384 | 0.177 | 0.675 | 153 | 604 |
| 2_1_floorplan | 245 | - | 0.394 | 892 | 403 |
| 5_1_grt | 398 | 0.177 | 0.723 | 87.4 | 604 |
| 3_3_place_gp | 371 | 0.169 | 0.531 | 155 | 578 |
| 3_5_place_dp | 366 | 0.169 | 0.540 | 152 | 578 |
[cells by family after synthesis]
kind of cell	after synthesis	share of synthesized area
compound gates	5	0.0932
simple gates	11	0.149
other cells	1	0.00931
flops	9	0.571
fa+ha+maj	2	0.0621
buf+inv	7	0.0932
xor+xnor	1	0.0217
[power by group]
part / internal [mW] / switching, mW / leakage, nW
registers: 0.244 / 0.0448 / 0.110
logic: 0.166 / 0.0713 / 0.145
clock network: 0.0730 / 0.0572 / 0.0150
No activity file was given, so power comes from the tool's default toggle rates.
