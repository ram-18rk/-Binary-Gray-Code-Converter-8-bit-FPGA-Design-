===== ./design.v =====
`timescale 1ns / 1ps
module datapath(
input clk,
input rst,
input [7:0]data_in, 
output [7:0]data_out, 
input R1_in,
input R2_in,
input R3_in,
input R4_in,
input [2:0]bit_index, 
input R1_bit_sel, 
input load_R2_bit,
input use_R1_for_R3,
input use_R1_for_R4,
output [7:0]R2_q, 
output xor_out,
output R3_q,
output R4_q
    );
    wire [7:0]R1_q;
    reg [7:0]R2_q_reg;
    pipo R1_reg(.clk(clk),.rst(rst),.load(R1_in),.d(data_in),.y(R1_q));
pipo R2_reg(.clk(clk),.rst(rst),.load(R2_in),.d(data_in),.y());
reg_r R3_reg(.clk(clk),.rst(rst),.load(R3_in),.d(use_R1_for_R3?(R1_bit_sel?R1_q[bit_index+1]:R1_q[bit_index]):R2_q[bit_index+1]),.y(R3_q));
reg_r R4_reg(
    .clk(clk),
    .rst(rst),
    .load(R4_in),
    .d( (bit_index == 3'd7) ? 1'b0 :     
        (use_R1_for_R4 ? R1_q[bit_index] : R2_q_reg[bit_index+1]) ),
    .y(R4_q)
);
xor_gate u_xor(.a(R3_q),.b(R4_q),.y(xor_out));
always @(posedge clk or posedge rst)
begin
    if(rst)
        R2_q_reg <= 8'b0;
    else if(load_R2_bit) begin
        if(bit_index == 3'd7)
            R2_q_reg[7] <= R1_q[7];
        else
            R2_q_reg[bit_index] <= xor_out;
    end
end
assign R2_q=R2_q_reg;
assign data_out=R2_q_reg;
endmodule
`timescale 1ns / 1ps
module pipo(
input clk,
input rst,
input load,
input [7:0]d,
output reg [7:0]y
    );
always@(posedge clk)
    begin 
    if(rst)
    y<=8'b0;
    else if(load)
    y<=d;
    end
endmodule
`timescale 1ns / 1ps
module reg_r(
input clk,
input rst,
input d,
input load,
output reg y
    );
    always @(posedge clk)
    begin
    if(rst)
    y<=1'b0;
    else if(load)
    y<=d;
    end
endmodule
`timescale 1ns / 1ps
module xor_gate(
input a,
input b,
output y
    );
    assign y=a^b;
endmodule

===== ./run.sh =====
#!/bin/bash
# OpenROAD 26Q1-2900-gdf79404cd8, Yosys 0.63+post, stock flow scripts
make -C /OpenROAD-flow-scripts/flow DESIGN_CONFIG=/design/flow/config.mk WORK_HOME=/design/flow/orfs finish

===== ./config.mk =====
export PLATFORM = sky130hd
export DESIGN_NAME = datapath
export DESIGN_NICKNAME = datapath
export VERILOG_FILES = /design/flow/design.v
export SDC_FILE = /design/flow/constraint.sdc
export NUM_CORES = 4
export LEC_CHECK = 1
export CORE_AREA = 10 10 84 84
export DIE_AREA = 0 0 94 94

===== ./constraint.sdc =====
current_design datapath

set clk_period 1.7
set clk_io_pct 0.2

create_clock -name clk0 -period $clk_period [get_ports {clk}]

set non_clock_inputs [all_inputs -no_clocks]
set_input_delay [expr $clk_period * $clk_io_pct] -clock clk0 $non_clock_inputs
set_output_delay [expr $clk_period * $clk_io_pct] -clock clk0 [all_outputs]

==> run notes <==
Implementation results. Setup repair after global routing left no endpoint under its margin. The first global-routing pass estimated 5057 um of wire. Relative contribution of the clock network to total power landed at 0.245. The path with the worst hold slack has its endpoint at R1_reg.y[5]$_SDFFE_PP0P_. Sequential fraction of the synthesis area landed at 0.3583.

Fraction of power spent switching nets landed at 0.2601. Looking at hold timing, the worst path starts from R1_reg.y[5]$_SDFFE_PP0P_. Async set-or-reset flop fraction in the synthesized netlist landed at 0.4444. Summed over all routing layers, the global router reports a total usage of 0.07081. Of the total synthesized cell area, the portion taken by AND-OR and OR-AND cells is 0.1120. Number of OpenROAD warnings landed at 29. Entering global routing, the biggest net connects 12 pins.

The number of antenna violations at the first check in global routing came to 0. A synthesized cell averages 9.469 um^2. The via count of the first global-routing pass came to 993. For the worst-skew pair, the clock arrives at the later sink with an insertion delay of 250 ps.

Routed wirelength normalized by instance count landed at 13.32 um. Summing all flip-flop and latch instances after layout gives 402.9 um^2. The final timing report lists a max-slew violation count of 0. Number of register bits inferred by synthesis landed at 18. The critical path maximum fanout is 3.

Layout overhead on the synthesized area landed at 54.42%. For flop-to-flop paths, the worst setup slack is 310 ps. In the synthesized netlist, the dominant kind of combinational cell is multiplexers. The count of buffers added on input and output ports is 38. Number of placement rows landed at 26. The critical path goes through xor2_2 -> clkdlybuf4s50_1. Leaving out buffers and inverters, the combinational logic in the layout accounts for 660.6 um^2. Number of buffer and inverter instances along the worst setup path landed at 1.

In the final layout, the share of cells above drive strength 1 is 0.2439. Internal power comes to 0.9261 mW. Final critical delay including setup and external delays landed at 1631 ps. The global route stage reports its total congestion overflow as 0. Number of vias per cell after detailed routing landed at 4.308. The commonest register cell is sky130_fd_sc_hd__dfxtp_1.

Clock buffer count from CTS landed at 3. According to the report, the first pass of detailed routing completed in 4 iterations. Width of the die landed at 94 um. The cell sitting at the root of the clock tree is a sky130_fd_sc_hd__clkbuf_8. The mapped netlist covers 1117 um^2. Cell count after synthesis landed at 118.

No sink is reached through more buffers than the 2 on the longest clock path. Post-synth area from yosys stat landed at 1117 um^2. The flow ran to the end, and the final reports show no timing, DRC or antenna violations. TritonCTS built the clock tree. Path depth of the worst reg2reg path landed at 4. CTS built an H-tree with a depth of 1. Data arrives at the worst endpoint at 1290 ps.

For the worst setup path, the data required time is 1360 ps. Effective utilization at floorplan landed at 0.2147. The worst setup path is of the reg2out kind. After detailed placement, the total cell area comes to 1658 um^2. Tightest slew margin relative to the limit landed at 0.7173. Simple logic cell fraction of the synthesized area landed at 0.1501. Note, the detailed placer reported a final HPWL of 2596 um. Area fraction in xor and xnor cells landed at 0.007839. Combinational share of power landed at 0.330.

Number of antenna-violating nets in the routed design landed at 0. Number of design rule violations left after detail routing landed at 0. Full die area landed at 8836 um^2. The finished cells cover 1725 um^2. In the final run the clock tree shows a worst skew of 8.861 ps. During synthesis, Yosys emitted a total of 3 warnings. Measured slew at the worst slew-check pin landed at 422.5 ps. IR analysis of the VDD net gives a maximum drop of 0.2613 mV. In this run the power density over the cells is 725.4 nW/um^2. Longest individual stage delay on the worst path landed at 500 ps. Count of flip-flops with a built-in enable after synthesis landed at 0. Fraction of the mapped netlist area in adder cells landed at 0.03359. Final critical-path share of the clock period landed at 0.9592.

Total number of vias landed at 1008. On the worst setup and hold paths after CTS, the clock-pin slew comes to 70 ps. Number of antenna diodes landed at 0. The worst setup path is launched from a flip-flop. The routed design has 3117 um of wire. The power report puts the net switching power at 0.3255 mW. The worst setup path is captured at an output port.

Sequential share of power landed at 0.425. Number of instances on the worst hold path landed at 2. Note that the worst hold path type here is reg2reg.

Number of hold violations in the final report landed at 0. Placeable core region landed at 5205 um^2. Grouping stages by cell kind, the critical path spends the most delay in buffers and inverters. The capture point of the worst register-to-register path is recorded as R3_reg.y$_SDFFE_PP0P_.

The synth_stat.txt file lists the number of cells as 118. Yosys mapped the design onto 34 distinct sky130hd cell types. Number of clock sinks seen by CTS landed at 18. STA lists the startpoint of the worst register-to-register path as R1_reg.y[7]$_SDFFE_PP0P_. The violation tally recorded at the end of detailed-routing iteration 0 is 49. Looking at the critical path, the single cell with the biggest stage delay is sky130_fd_sc_hd__clkdlybuf4s50_1.

Accumulated negative setup slack landed at 0 ps. Number of fill cells in the layout landed at 534. The end-of-flow timing check tallies setup violations at 0. In this run the post-CTS setup repair buffer count came out at 0. Multiplexer area fraction after synthesis landed at 0.2318. The analysis attributes to cell leakage a power of 0.7454 nW.

Per the run summary, max-cap violations total 0. Die height landed at 94 um. Final estimated routing congestion in global placement landed at 0.8099. Based on the critical path, the design can be clocked at up to 0.6133 GHz. 40 I/O pins were placed.
==> power by group through the flow <==
stage | Combinational (mW) | Sequential [mW] | Clock [mW]
6_report | 0.413 | 0.532 | 0.306
4_1_cts | 0.422 | 0.534 | 0.323
5_1_grt | 0.461 | 0.544 | 0.340
==> repair_timing <==
action                     CTS  global route
hold buffers                 0             0
setup endpoints to repair   10             3
hold endpoints to repair     0             0
pin swaps                    1             3
gates resized                9             8
==> logic make-up after synthesis <==
| family | count (synthesis) |
|---|---|
| AOI/OAI and AO/OA | 18 |
| muxes | 24 |
| and+or+nand+nor | 34 |
| xor gates and xnor gates | 1 |
| adders and majority gates | 3 |
| DFF | 18 |
| buffers and inverters | 20 |
==> final cells by class <==
| class | count | share of cell area |
|---|---|---|
| clock buffer | 4 | 0.02611 |
| inverter | 6 | 0.01305 |
| multi-input combinational | 80 | 0.3829 |
| sequential | 18 | 0.2335 |
| tap | 70 | 0.05076 |
| timing repair buffer | 56 | 0.2937 |
==> cells in the mapped netlist (all sizes together), types with 2 or more instances <==
| library cell | instances | area share |
|---|---|---|
| dfrtp | 8 | 0.18 |
| nor4b | 2 | 0.016 |
| dfxtp | 10 | 0.18 |
| mux2 | 5 | 0.050 |
| clkbuf | 2 | 0.0067 |
| nand3 | 2 | 0.0090 |
| nand2 | 9 | 0.030 |
| buf | 12 | 0.080 |
| mux2i | 18 | 0.16 |
| a22oi | 2 | 0.013 |
| nor2 | 12 | 0.040 |
| nand3b | 3 | 0.020 |
| nor2b | 2 | 0.011 |
| o21ai | 6 | 0.027 |
| inv | 6 | 0.020 |
| ha | 3 | 0.034 |
==> metal layers <==
layer  vias to the layer above  GRT usage  part of all wire
met4                         0    0.01139             0.013
li1                        506          -                 -
met2                        30     0.1054              0.45
met1                       470     0.1006              0.47
met3                         2    0.02100             0.076
met5                         -          0                 0
==> cells in the final DEF (no fill, tap or decap), types with 3 or more instances in the layout <==
cell / count
sky130_fd_sc_hd__buf_4: 18
sky130_fd_sc_hd__clkbuf_8: 3
sky130_fd_sc_hd__clkdlybuf4s50_1: 34
sky130_fd_sc_hd__dfrtp_1: 8
sky130_fd_sc_hd__dfxtp_1: 8
sky130_fd_sc_hd__inv_1: 4
sky130_fd_sc_hd__mux2_2: 4
sky130_fd_sc_hd__mux2i_1: 18
sky130_fd_sc_hd__nand2_1: 8
sky130_fd_sc_hd__nand3b_1: 3
sky130_fd_sc_hd__nor2_1: 11
sky130_fd_sc_hd__o21ai_0: 6
==> worst max path at each step <==
stage                            startpoint                       to  slack (ps)  depth (start not counted)
after CTS                      bit_index[0]  R2_q_reg[6]$_DFFE_PP0P_          20                          8
after global routing  R3_reg.y$_SDFFE_PP0P_                  xor_out           8                          2
final                 R4_reg.y$_SDFFE_PP0P_                  xor_out          70                          2
==> worst register-to-register path: stages, from the launching register on <==
cell and delay (ps):
sky130_fd_sc_hd__dfxtp_1 350, sky130_fd_sc_hd__mux2i_1 110, sky130_fd_sc_hd__mux4_2 510, sky130_fd_sc_hd__o22ai_1 190, sky130_fd_sc_hd__a41o_1 180
==> per-stage QoR <==
step	hold WS [ps]	cells	setup WS [ps]	power, mW	utilization
finish	493.2	234	69.39	1.252	0.3315
detailed placement	485.8	230	-593.6	0.9615	0.3185
global placement	487.8	230	-572.7	0.9603	0.3185
global route	533.7	234	7.545	1.345	0.3315
floorplan	385.6	118	-114.7	0.7225	-
CTS	501.7	234	22.51	1.279	0.3293
Power figures rest on the tool's default switching activity, not on a simulated workload.
